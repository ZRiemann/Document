==> ./design.v <==
module ex_cnt (
    input wire sclk,
    input wire rst_n,
    output wire [7:0] cnt_w
);
reg [7:0] cnt;
reg ctl_flag;  
assign cnt_w = cnt;
always @(posedge sclk or negedge rst_n) begin  
    if(rst_n == 1'b0)
        cnt <= 8'd0;
    else
        cnt <= cnt + 1'b1;
end
always @(posedge sclk or negedge rst_n) begin
    if(rst_n == 1'b0)
        ctl_flag <= 1'b0;
    else if(cnt == 8'd0)  
        ctl_flag <= 1'b0;
    else if(cnt == 8'd255)  
        ctl_flag <= 1'b1;
end
endmodule
module moduleName (
    input wire sclk_i,
    input wire rst_n_i,
    output wire [7:0] cnt_o
);
ex_cnt ex_cnt_instance(
    .sclk(sclk_i),
    .rst_n(rst_n_i),
    .cnt_w(cnt_o)
);
endmodule
==> ./run.sh <==
#!/bin/bash
# OpenROAD 26Q1-2900-gdf79404cd8, Yosys 0.63+post, stock flow scripts
make -C /OpenROAD-flow-scripts/flow DESIGN_CONFIG=/design/flow/config.mk WORK_HOME=/design/flow/orfs finish
==> ./config.mk <==
export PLATFORM = sky130hd
export DESIGN_NAME = moduleName
export DESIGN_NICKNAME = moduleName
export VERILOG_FILES = /design/flow/design.v
export SDC_FILE = /design/flow/constraint.sdc
export NUM_CORES = 4
export LEC_CHECK = 1
export CORE_AREA = 10 10 70 70
export DIE_AREA = 0 0 80 80
==> ./constraint.sdc <==
current_design moduleName

set clk_period 2.1
set clk_io_pct 0.2

create_clock -name clk0 -period $clk_period [get_ports {sclk_i}]

set non_clock_inputs [all_inputs -no_clocks]
set_input_delay [expr $clk_period * $clk_io_pct] -clock clk0 $non_clock_inputs
set_output_delay [expr $clk_period * $clk_io_pct] -clock clk0 [all_outputs]
==> results.toml <==
# flow metrics
[cts]
postCtsSetupBuffers = 0
cts.sinks = 8
clkSlewWorstSetupHoldPaths_ns = 0.05
cts_hold_buf = 0
cts_tree = "done"
clk_latency_ns = 0.25
h-tree-depth = 1
root_buffer = "clkbuf_4"
clk_path_buf_depth = 2
cts_resized = 0
cts_buffers = 3

[status]
status = "finished clean"

[power]
power_leakage_nw = 0.197
pwr_density_cell_mw_per_mm2 = 561
power.total_mw = 0.273
ir_drop_uv = 255

[finish]
largest_register_ffs = 8
syn_to_final_growth_pct = 53.8
reg_top3 = "ex_cnt_instance.cnt (8)"
largest-register = "ex_cnt_instance.cnt"
drive_gt1_share_pct = 13.9
instances_no_fill = 82

[worst_setup_path]
path_depth = 1
critPathBufInv = 1
max_stage_delay_ns = 0.51
crit_family = "buffers and inverters"
path_max_fanout = 5
slowest_stage = "clkdlybuf4s50_1"
startpoint_type = "register"
reg2reg_slack_ns = 1.09
arrival_ns = 1.20
required_ns = 1.68
crit_path_cell_trace = "clkdlybuf4s50_1"
reg2reg_depth = 3
worstSetupPathType = "register to output port"
crit_path_end_kind = "output port"

[detailed_routing]
first_iter_violations = 14
wire_per_inst_um = 8.74
num_antenna_cells = 0
dr.pass1.iters = 2
vias = 208
totalWireLength_um = 717
antenna_left = 0
routed_via_density = 2.54
remaining_drc_errors = 0

[synth]
yosysChipArea_um2 = 317
netlist_area_um2 = 317
synth_cell_type_count = 11
synth_warnings = 1
syn-instance-count = 24
synth_seq_share_pct = 63.2
synthTopCellsByArea = "dfrtp_1, xnor2_1, xor2_1, ha_1, nand3_1"
yosysTopAreaCell = "dfrtp_1"
avgSynthCellArea_um2 = 13.2
ys_cells = 24
ys_seq_elements = 8
top_area_share_pct = 63.2

[min_path]
hold_class = "input port to asynchronous set/reset pin"

[timing]
fin_tns_setup_ns = 0
rsz0062_at_grt = "false"
final_hold_viol_count = 0
setup_violations = 0
max_freq_mhz = 616
fin_skew_ns = 0.000748
fin_crit_ns = 1.62
worst_pin_slew_ns = 0.371
fin_crit_sh_pct = 77.2
report.final.slew_viol_count = 0
maxSlewHeadroom_pct = 75.2

[global_routing]
grt_pass1_wl_mm = 1.17
overflow = 0
grt_pass1_vias = 239
grt_max_degree = 9
track_usage_pct = 2.47
antenna_found_initial = 0

[placed_design]
dp_cells = 79
gp_congestion = 0.681
place_hpwl_um = 591
port_buffers = 9

[floorplanning]
num_rows = 21
fp_util_pct = 9.27
die_w_um = 80
dieArea_mm2 = 0.00640
io_pins = 10
dieHeight_um = 80
core_mm2 = 0.00342

[flow_run]
warning_count = 25
max-cap-violations = 0
[metrics by stage]
step	cell area (um2)	utilization, %	worst slack (ns)	hold slack (ns)
after floorplan	317	-	1.19	0.124
after global placement	464	13.6	0.762	0.464
after CTS	487	14.2	0.469	0.455
after global routing	487	14.2	0.414	0.461
after detailed placement	464	13.6	0.750	0.463
final	487	14.2	0.478	0.452
[area by class of cell]
class	instances	area, um2
Fill cell	396	2930
Sequential cell	8	200
Multi-Input combinational cell	15	113
Timing Repair Buffer	9	90.1
Tap cell	46	57.6
Clock buffer	3	22.5
Inverter	1	3.75
[worst paths after layout]
path | from | endpoint
max | ex_cnt_instance.cnt[3] | cnt_o[3]
min | rst_n_i | ex_cnt_instance.cnt[5]
max reg2reg | ex_cnt_instance.cnt[2] | ex_cnt_instance.cnt[7]
min reg2reg | ex_cnt_instance.cnt[7] | ex_cnt_instance.cnt[7]
max in group asynchronous | rst_n_i | ex_cnt_instance.cnt[0]
min in group clk0 | ex_cnt_instance.cnt[7] | ex_cnt_instance.cnt[7]
[cells in the mapped netlist, drive strengths merged]
| cell | instances |
|---|---|
| dfrtp | 8 |
| nand3 | 3 |
| xnor2 | 3 |
| xor2 | 3 |
| nand2 | 2 |
| and3 | 1 |
| ha | 1 |
| inv | 1 |
| nor2 | 1 |
| nor3 | 1 |
[per-layer routing]
layer,up-vias,share of wire [%],GRT usage [%]
met5,-,0,0
met4,0,0,0.176
met3,0,13,2.50
met2,11,26,2.41
met1,92,60,3.58
li1,105,-,-
[placed cells by master (no fill, tap or decap), drive strengths merged]
cell type | synthesis | layout
nand3 | 3 | 3
nor2 | 1 | 1
and3 | 1 | 1
xnor2 | 3 | 3
inv | 1 | 1
clkdlybuf4s50 | 0 | 9
clkbuf | 0 | 3
nor3 | 1 | 1
xor2 | 3 | 3
dfrtp | 8 | 8
nand2 | 2 | 2
ha | 1 | 1
[kinds of logic after synthesis]
logic type	share of synthesized area, %
buffers and inverters	1.18
xor gates and xnor gates	16.6
adders and majority gates	3.95
and+or+nand+nor	15.0
DFF	63.2
[power breakdown]
group | total (mW) | internal, mW | leakage, nW | switching (mW)
clock | 0.114 | 0.0652 | 0.0138 | 0.0489
combinational | 0.00458 | 0.00164 | 0.0809 | 0.00294
sequential | 0.154 | 0.154 | 0.102 | 0
Power and IR drop assume default switching activity.
